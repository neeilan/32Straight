`/design/flow/run.sh`:
```
#!/bin/bash
# OpenROAD 26Q1-2900-gdf79404cd8, Yosys 0.63+post, stock flow scripts
make -C /OpenROAD-flow-scripts/flow DESIGN_CONFIG=/design/flow/config.mk WORK_HOME=/design/flow/orfs finish
```
`/design/flow/config.mk`:
```
export PLATFORM = sky130hd
export DESIGN_NAME = Project
export DESIGN_NICKNAME = Project
export VERILOG_FILES = /design/flow/design.v
export SDC_FILE = /design/flow/constraint.sdc
export NUM_CORES = 4
export LEC_CHECK = 1
export CORE_UTILIZATION = 30
```
`/design/flow/constraint.sdc`:
```
current_design Project

set clk_period 3.5
set clk_io_pct 0.2

create_clock -name clk0 -period $clk_period [get_ports {CLOCK_50}]

set non_clock_inputs [all_inputs -no_clocks]
set_input_delay [expr $clk_period * $clk_io_pct] -clock clk0 $non_clock_inputs
set_output_delay [expr $clk_period * $clk_io_pct] -clock clk0 [all_outputs]
```
`/design/flow/design.v`:
```
module Project(CLOCK_50, SW, KEY, LEDR, HEX0, HEX1, LEDG);
    input [9:0] SW;
	 output [6:0] LEDG;
    input [3:0] KEY;
    input CLOCK_50;
	 output [6:0] HEX0;
	 output [6:0] HEX1;	 
    output [17:0] LEDR;
	 wire adjusted_clock;
	 speed_module clock_controller(
		.CLOCK_50(CLOCK_50),
		.LEDG(adjusted_clock));
	core memory_game (.fast_clock(CLOCK_50),
							.clock(adjusted_clock),
							.button_1(KEY[0]),
							.button_2(KEY[1]),
							.button_3(KEY[2]),
							.button_4(KEY[3]),
							.led_1(LEDG[0]),
							.led_2(LEDG[2]),
							.led_3(LEDG[4]),
							.led_4(LEDG[6]),
							.led_5(LEDR[0]),
							.h0(HEX0[6:0]),
							.h1(HEX1[6:0]));
endmodule
module core(fast_clock, clock, button_1, button_2, button_3, button_4, led_1, led_2, led_3, led_4, led_5, h0, h1);
	input fast_clock;
	input clock;
	input button_1, button_2, button_3, button_4;
	output reg led_1, led_2, led_3, led_4,  led_5;
	output [6:0] h0, h1;
	wire [3:0] user_input = {!button_4, !button_3, !button_2, !button_1};
	wire button_pressed = ((user_input & 4'b1111) > 0 ? 1 : 0);
	parameter START 		= 8'b00000000;
	parameter GENERATE_SEQ 		= 8'b00000001;
	parameter SHOW_SEQ 		= 8'b00000011;
	parameter AWAIT_INPUT		= 8'b00000010;
	parameter RECEIVE_INPUT 	= 8'b00000110;
	parameter CHECK_INPUT		= 8'b00000111;
	parameter DELAY 		= 8'b00000101;
	parameter INCREMENT_LEVEL 	= 8'b00000100;
	reg [7:0] current_state 	= START;
	reg [31:0] sequence;
	reg [31:0] currentSequence;
	reg [31:0] userEnteredSequence; 
	initial sequence 		= 32'b11_10_11_01_01_11_10_01_00_01_00_11_01_00_01_11_10;	
	initial currentSequence 	= 32'b00000000000000000000000000000000;
	initial userEnteredSequence 	= 32'b00000000000000000000000000000000;
	reg display_msb;
	reg display_lsb;
	wire [1:0] activeLightNumber = { display_msb, display_lsb };
	reg [5:0] numberOfUserInputs;		
	initial numberOfUserInputs = 0;
	reg [3:0] _display_ct; 
	initial _display_ct = 4'b0000;
	reg [7:0] score;
	initial score = 0;
	reg [7:0] level;
	initial level = 0;				
	hex_display hd0(.IN(score[3:0]), .OUT(h0));
	hex_display hd1(.IN(numberOfUserInputs[3:0]), .OUT(h1));
	always @(posedge clock)
	begin
			case (current_state)
				START: begin
					current_state = GENERATE_SEQ;
				end
				GENERATE_SEQ: begin
					current_state = SHOW_SEQ;
				end 
				SHOW_SEQ: begin
					if (_display_ct >= level)
						current_state = RECEIVE_INPUT;
					else
						current_state = SHOW_SEQ;
				end
				RECEIVE_INPUT: begin
				current_state = (numberOfUserInputs >= level) ? CHECK_INPUT : RECEIVE_INPUT;
				end
				CHECK_INPUT: begin
						if (currentSequence[15:0] == userEnteredSequence [15:0]) begin
							current_state = INCREMENT_LEVEL;
						end
						else
							current_state = START;
				end
				INCREMENT_LEVEL: begin
					if (button_pressed == 1) begin
						score = score + 1;
						current_state = START;
					end
				end
				default: begin
				end
		endcase
	end
	always @(posedge clock)
	begin
		if (current_state === GENERATE_SEQ)
			_display_ct = 8'b00000000;
		if (current_state === SHOW_SEQ && _display_ct < level * 2) begin
			display_lsb = sequence[_display_ct * 2 ];
			display_msb = sequence[_display_ct* 2 + 1];
			currentSequence[_display_ct * 2] = sequence[_display_ct * 2];
			currentSequence[_display_ct* 2 + 1] = sequence[_display_ct* 2 + 1];
			_display_ct = _display_ct + 1;
		end
	end
	always @(posedge clock)
	begin
		if (current_state === RECEIVE_INPUT && button_pressed == 1)
		begin
			if (user_input == 4'b0001) begin
					userEnteredSequence[numberOfUserInputs * 2] = 0;
					userEnteredSequence[numberOfUserInputs* 2 + 1] = 0;
				end
			if (user_input == 4'b0010) begin
					userEnteredSequence[numberOfUserInputs * 2] = 1;
					userEnteredSequence[numberOfUserInputs* 2 + 1] = 0;
				end
			if (user_input == 4'b0100) begin
					userEnteredSequence[numberOfUserInputs * 2] = 0;
					userEnteredSequence[numberOfUserInputs* 2 + 1] = 1;
				end
			if (user_input == 4'b1000) begin
					userEnteredSequence[numberOfUserInputs * 2] = 1;
					userEnteredSequence[numberOfUserInputs* 2 + 1] = 1;
				end
			numberOfUserInputs = numberOfUserInputs + 1;
		end
		if (current_state === INCREMENT_LEVEL || current_state == GENERATE_SEQ) begin
				numberOfUserInputs = 0;
				userEnteredSequence = 32'b000000000000000000000000000000000;
			end			
	end
	always @(posedge clock)
	begin
		led_1 = 0;
		led_2 = 0;
		led_3 = 0;
		led_4 = 0;
		if (current_state === RECEIVE_INPUT && button_pressed == 1)
			begin
				if (user_input == 4'b0001)
					led_1 = 1;
				if (user_input == 4'b0010)
					led_2 = 1;
				if (user_input == 4'b0100)
					led_3 = 1;
				if (user_input == 4'b1000)
					led_4 = 1;	
			end
		else if (current_state === INCREMENT_LEVEL)
			begin
				led_1 = 1;
				led_2 = 1;
				led_3 = 1;
				led_4 = 1;
			end
		else if (current_state === SHOW_SEQ)
			begin
				if (activeLightNumber == 2'b00)
					led_1 = 1;
				if (activeLightNumber == 2'b01)
					led_2 = 1;
				if (activeLightNumber == 2'b10)
					led_3 = 1;
				if (activeLightNumber == 2'b11) 
					led_4 = 1;	
			end		
	end		
	always @(posedge clock) begin
	 led_5 = (current_state === RECEIVE_INPUT);
	end
endmodule
module hex_display(IN, OUT);
    input [3:0] IN;
	 output reg [7:0] OUT;
	 always @(*)
	 begin
		case(IN[3:0])
			4'b0000: OUT = 7'b1000000;  
			4'b0001: OUT = 7'b1111001;  
			4'b0010: OUT = 7'b0100100;  
			4'b0011: OUT = 7'b0110000;  
			4'b0100: OUT = 7'b0011001;  
			4'b0101: OUT = 7'b0010010;  
			4'b0110: OUT = 7'b0000010;  
			4'b0111: OUT = 7'b1111000;  
			4'b1000: OUT = 7'b0000000;  
			4'b1001: OUT = 7'b0011000;  
			4'b1010: OUT = 7'b1000000;  
			4'b1011: OUT = 7'b1111001;  
			4'b1100: OUT = 7'b0100100;  
			4'b1101: OUT = 7'b0110000;  
			4'b1110: OUT = 7'b0011001;  
			4'b1111: OUT = 7'b0010010;  
			default: OUT = 7'b1000000;
		endcase
	end
endmodule
module speed_module(CLOCK_50, LEDG);
    input CLOCK_50;
    output [0:0] LEDG;
    reg [25:0] counter;
    reg state;
    assign LEDG[0] = state;
    always @ (posedge CLOCK_50) begin
        counter <= counter + 1;
        state <= counter[25];  
    end
endmodule
```
==> flow_summary.toml <==
# flow metrics
[yosys]
ys.warnings.count = 26
async_flop_share_pct = 0
ys_seq_share_pct = 36.2
mux_area_share_pct = 3.89
yosysChipArea_sq_um = 3570
edf_count = 7
netlist_area_sq_um = 3570
synth.cellmix.simpleShare_pct = 24.8
ys_ff = 61
synthCells = 407
avgSynthCellArea_sq_um = 8.77
yosys.area_share.xor_xnor_pct = 7.61
ys_sh_adder_pct = 5.96
ff_type = "dfxtp_1"
logic_family = "simple AND/OR/NAND/NOR gates"
synth.distinct_cells = 52
aoi_share_pct = 12.1
yosys_cells = 407

[route]
drtIter0Drc = 124
vias = 2724
drcViolationCount = 0
viasPerCell = 4.94
wl_per_cell_um = 12.0
antenna_left = 0
insertedDiodeCount = 0
dr.pass1.iters = 21
routed_wl_um = 6620

[setup_path]
timing.rr.start = "clock_controller.counter[0]$_DFF_P_"
path_buffers = 0
slowest_delay_ps = 600
required_ps = 3650
reg2reg_depth = 5
critPathMaxFanout = 7
crit_slowest_cell = "nor3_1"
worstPathCellList = "ha_1 -> nand3_1 -> nor3_1 -> nand4_1 -> xnor2_1"
cp_top_family = "simple AND/OR/NAND/NOR gates"
cp-end-kind = "flop"
startpoint_type = "flop"
crit_arrival_ps = 1920
r2r_slack_ps = 1730
worstReg2RegEnd = "clock_controller.counter[16]$_DFF_P_"
path_class = "reg2reg"

[timing]
hold_viol = 0
slew_headroom_pct = 47.9
slew_violations = 0
tns_ps = 0
max_slew.worst_pin.slew_ps = 780
finalSetupViolations = 0
rsz0062_at_grt = "no"
finalCritPeriodShare_pct = 50.7
untimed_endpoints = 60
max_freq_mhz = 564
min_period_ps = 1770
fin_skew_ps = 1.96
setup_slack_ps = 1730
unclocked_regs = 34

[global_routing]
grt_overflow = 0
antenna_found_initial = 0
grt_pass1_vias = 2458
grt_pass1_wl_um = 11500
grt_max_degree = 35
track_usage_pct = 11.1

[placed_design]
placed_area_sq_um = 3780
portBuffers = 23
globalplace.congestion = 0.820
hpwlAfterDp_um = 4720
place_worst_setup_slack_ps = 1720
dp.cells = 547

[die]
ios = 54
die_w_um = 111
dieArea_sq_um = 12300
die_y_um = 111
fp-utilization_pct = 31.0
coreArea_sq_um = 11500
row_count = 39

[power_and_ir_drop]
p_sw_mw = 0.102
irDropWorstVdd_mv = 0.297
comb_power_share_pct = 3.1
p_int_mw = 0.470
cellPowerDensity_nw_per_um2 = 148
pwr-share-clk_pct = 43.1
p_leak_nw = 1.36
seqPwrFrac_pct = 53.7
power.total_mw = 0.572
switching_share_pct = 17.8

[outcome]
status = "completed"

[clock_tree]
cts_max_level = 1
cts_buffers = 3
path_clk_slew_ps = 60
root_buffer = "clkbuf_16"
holdBufCountCts = 0
cts_buffer_depth = 2
clk_latency_ps = 250
cts_setup_buffers = 0
cts_resized = 0
cts_tree = "yes"

[layout]
design_area_sq_um = 3860
regArea_sq_um = 1290
area_growth_syn_to_layout_pct = 8.24
drive_gt1_share_pct = 4.90
mi_logic_area_sq_um = 2020
instances_no_fill = 551
fillers = 1160

[flow_run]
drv_cap = 0
warnings = 45

[min_path]
hp-class = "reg2reg"
hold_path_depth = 0
min_from = "clock_controller.counter[25]$_DFF_P_"
min_to = "clock_controller.state$_DFF_P_"
==> synthesized netlist by cell type, types with 8 or more instances <==
library cell,instances,area (sq um)
nand4_1,14,87.6
xnor2_1,23,201
nand3_1,20,100
ha_1,17,213
nor3_1,9,45.0
buf_4,25,188
inv_1,10,37.5
xor2_1,8,70.1
buf_2,9,45.0
a21oi_1,22,110
dfxtp_1,54,1080
nor2_1,30,113
clkbuf_1,10,37.5
o21ai_0,15,75.1
a31oi_1,14,87.6
nand2_1,35,131
==> layout by cell type, fill, tap and decap left out, types with 7 or more instances in the layout <==
cell type / Yosys / final
xor2_1: 8 / 8
ha_1: 17 / 17
o21ai_0: 15 / 15
nand3_1: 20 / 20
conb_1: 1 / 20
nand4_1: 14 / 14
a21oi_1: 22 / 22
xnor2_1: 23 / 23
nor3_1: 9 / 9
inv_1: 10 / 10
clkdlybuf4s50_1: 0 / 23
nand2_1: 35 / 35
edfxtp_1: 7 / 7
a31oi_1: 14 / 14
nor2_1: 30 / 30
dfxtp_1: 54 / 54
==> cells by family (layout without fill, tap and decap cells) <==
logic type / Yosys count / in the layout
AND-OR/OR-AND: 70 / 70
XOR/XNOR: 31 / 31
adder cells (fa/ha/maj): 17 / 17
buffers and inverters: 59 / 41
flip-flops: 61 / 61
multiplexers: 8 / 8
other: 1 / 20
AND/OR/NAND/NOR: 160 / 160
==> worst reg2reg max path: cells and delay by family (launching register included) <==
family | cells | cell delay (ps)
DFF | 1 | 370
and+or+nand+nor | 3 | 950
xor gates and xnor gates | 1 | 160
adders and majority gates | 1 | 200
==> final cells by class <==
| type | instances | area share [%] |
|---|---|---|
| inverters | 11 | 1.07 |
| multi-input cells | 306 | 52.3 |
| well taps | 143 | 4.63 |
| flip-flops and latches | 61 | 33.4 |
| repair buffers | 26 | 6.54 |
| clock buffers | 4 | 2.04 |
==> worst max-delay path by stage <==
| stage | startpoint | endpoint | slack, ps | depth (start not counted) |
|---|---|---|---|---|
| final | clock_controller.counter[0]$_DFF_P_ | clock_controller.counter[16]$_DFF_P_ | 1730 | 5 |
| after CTS | clock_controller.counter[0]$_DFF_P_ | clock_controller.counter[16]$_DFF_P_ | 1700 | 5 |
| after global routing | clock_controller.counter[0]$_DFF_P_ | clock_controller.counter[18]$_DFF_P_ | 1480 | 5 |
==> per-layer routing <==
metal | up-vias | routed length [um] | GRT usage (%)
met4 | 0 | 31 | 0.631
li1 | 1405 | - | -
met2 | 61 | 2900 | 17.1
met1 | 1254 | 3360 | 18.0
met3 | 4 | 323 | 1.11
met5 | - | 0 | 0
==> per-stage QoR <==
step / hold slack, ps / utilization, %
2_1_floorplan: 350 / -
3_3_place_gp: 356 / 32.9
3_5_place_dp: 359 / 32.9
4_1_cts: 367 / 33.6
5_1_grt: 385 / 33.6
6_report: 366 / 33.6
==> flip-flops by register name (all words and copies together) (netlist names), named ones only <==
signal                           count
clock_controller.counter            26
clock_controller.state               1
memory_game.current_state            3
memory_game.led_1                    1
memory_game.led_2                    1
memory_game.led_3                    1
memory_game.led_4                    1
memory_game.led_5                    1
memory_game.numberOfUserInputs       6
memory_game.score                    4
memory_game.userEnteredSequence     15
==> power by group through the flow <==
stage | Combinational (mW) | Clock [mW] | Sequential, mW
after CTS | 0.0180 | 0.253 | 0.307
after global routing | 0.0201 | 0.267 | 0.307
final | 0.0179 | 0.247 | 0.307
Power and IR drop assume default switching activity.

### flow/design.v
module Display
	(
		CLOCK_50,						 
        KEY,
        SW,
		VGA_CLK,   						 
		VGA_HS,							 
		VGA_VS,							 
		VGA_BLANK_N,						 
		VGA_SYNC_N,						 
		VGA_R,   						 
		VGA_G,	 						 
		VGA_B,  		 
		LEDR
	);
	input			CLOCK_50;				 
	input   [9:0]   SW;
	input   [3:0]   KEY;
	output			VGA_CLK;   				 
	output			VGA_HS;					 
	output			VGA_VS;					 
	output			VGA_BLANK_N;				 
	output			VGA_SYNC_N;				 
	output	[9:0]	VGA_R;   				 
	output	[9:0]	VGA_G;	 				 
	output	[9:0]	VGA_B;   				 
	output [17:0] LEDR;
	wire resetn;
	assign resetn = KEY[0];
	wire [2:0] colour;
	wire [7:0] x;
	wire [6:0] y;
	wire [7:0] allowed;
	wire [2:0] out_colour;
	wire [7:0] out_x;
	wire [6:0] out_y;
	vga_adapter VGA(
			.resetn(resetn),
			.clock(CLOCK_50),
			.colour(colour),
			.x(x),
			.y(y), 
			.plot(1'b1),
			.VGA_R(VGA_R),
			.VGA_G(VGA_G),
			.VGA_B(VGA_B),
			.VGA_HS(VGA_HS),
			.VGA_VS(VGA_VS),
			.VGA_BLANK(VGA_BLANK_N),
			.VGA_SYNC(VGA_SYNC_N),
			.VGA_CLK(VGA_CLK));
		defparam VGA.RESOLUTION = "160x120";
		defparam VGA.MONOCHROME = "FALSE";
		defparam VGA.BITS_PER_COLOUR_CHANNEL = 1;
		defparam VGA.BACKGROUND_IMAGE = "black.mif";
	datapath d0(
	.clk3(CLOCK_50),
	.clk1(KEY[1]),
    .resetn(resetn),
    .data_in(SW[9:0]),
	.out_colour(colour),
    .out_x(x),
	.out_y(y)
	);
    control c0(
	.clk(CLOCK_50),
	.resetn(resetn),
	.x(x),
	.y(y),
	.colour(colour),
	.ld_alu_out_colour(out_colour),
    .ld_alu_out_x(out_x),
	.ld_alu_out_y(out_y)
	);
	assign LEDR[6:0] = out_y[6:0];
	assign LEDR[17:10] = out_x[7:0];
endmodule
module datapath(
	input clk3,
	input clk1,
	input resetn,
   input [9:0] data_in,
	output reg[2:0]  out_colour,
   output reg[7:0]  out_x,
	output reg[6:0]  out_y
   );
	reg [7:0] x_counter; 
	initial x_counter = 0;
	reg [7:0] y_counter; 
	initial y_counter = 0;
   always@(posedge clk3) begin
		if (clk1 == 1)
			x_counter = 0;
		if(!resetn) begin
			out_x 		<= 8'b00000000;
		end
		else begin
			case(data_in[1:0])
				2'b00: begin
					if (x_counter < 32) begin
						out_x <= 8'b00000111 + (x_counter[7:4]);
						x_counter = x_counter + 1;
					end
				end
				2'b01: begin
					if (x_counter < 32) begin
						out_x <= 8'b00001111 + (x_counter[7:4]);
						x_counter = x_counter + 1;
					end
				end
				2'b10: begin
					if (x_counter < 32) begin
						out_x <= 8'b00011001 + (x_counter[7:4]);
						x_counter = x_counter + 1;
					end
				end
				2'b11: begin
					if (x_counter < 32) begin
						out_x <= 8'b00100001 + (x_counter[7:4]);
						x_counter = x_counter + 1;
					end
				end
			endcase 
		end
	end
   always@(posedge clk3) begin
		if(!resetn) begin
			out_y 		<= 7'b0000000;
			out_colour 	<= 3'b000;
		end
		else begin
			if (x_counter < 32) begin
				out_y <= 7'b0000111 + (x_counter[2:0]);
			end	
			out_colour 	<= data_in[9:7];
		end
	end
endmodule
module control(
	input clk,
   input resetn,
   input [7:0] x,
	input [6:0] y,
	input [2:0] colour,
	output reg[2:0]  ld_alu_out_colour,
   output reg[7:0]  ld_alu_out_x,
	output reg[6:0]  ld_alu_out_y
    );
    always@(posedge clk)
    begin: state_FFs
        if(!resetn)
			begin
				ld_alu_out_x <= 8'b00000000;
				ld_alu_out_y <= 7'b0000000;
				ld_alu_out_colour <= 3'b000;
			end
        else
            begin
				ld_alu_out_x <= {1'b0,x};
				ld_alu_out_y <= y;
				ld_alu_out_colour <= colour;
			end
    end  
endmodule
### flow/run.sh
#!/bin/bash
# OpenROAD 26Q1-2900-gdf79404cd8, Yosys 0.63+post, stock flow scripts
make -C /OpenROAD-flow-scripts/flow DESIGN_CONFIG=/design/flow/config.mk WORK_HOME=/design/flow/orfs finish
### flow/config.mk
export PLATFORM = sky130hd
export DESIGN_NAME = control
export DESIGN_NICKNAME = control
export VERILOG_FILES = /design/flow/design.v
export SDC_FILE = /design/flow/constraint.sdc
export NUM_CORES = 4
export LEC_CHECK = 1
export CORE_AREA = 10 10 79 79
export DIE_AREA = 0 0 89 89
### flow/constraint.sdc
current_design control

set clk_period 1.0
set clk_io_pct 0.2

create_clock -name clk0 -period $clk_period [get_ports {clk}]

set non_clock_inputs [all_inputs -no_clocks]
set_input_delay [expr $clk_period * $clk_io_pct] -clock clk0 $non_clock_inputs
set_output_delay [expr $clk_period * $clk_io_pct] -clock clk0 [all_outputs]
==> impl_metrics.ini <==
; synthesis and place-and-route metrics
[outcome]
run_status = complete, no violations

[yosys]
ys_warn_count = 1
synth.distinct_cells = 4
common_cells = dfxtp_1 (18), and2_2 (14), and2_1 (4)
largest_area_cell = dfxtp_1
top_area_frac = 0.718
ys_cells = 37
area_leaders = dfxtp_1 (72%), and2_2 (21%), and2_1 (5.0%)
syn_avg_cell_area_um2 = 13.6
yosysMostFrequentCell = dfxtp_1
ys_seq_share = 0.718
edf_count = 0
ys_ff = 18
syn_area_um2 = 502
synthCells = 37
ys.flop_type = dfxtp_1
synth_chip_area_um2 = 502
async_flop_share = 0

[drt]
drt_iter0_markers = 3
vias = 378
antenna-diode-count = 0
drtAntennaViolNets = 0
viasPerCell = 2.84
drc = 0
first_pass_iters = 2
wl_mm = 1.37
wire_per_inst_um = 10.3

[pwr]
pwr-share-comb = 0.111
p_int_uw = 1240
switching_share = 0.168
p_sw_uw = 251
p_seq_frac = 0.514
cellLeakagePower_uw = 0.000406
powerDensity_nw_per_um2 = 1490
p_clk_frac = 0.376
peakVddDrop_mv = 0.714
finalPower_uw = 1490

[global_route]
grt_pass1_wl_mm = 2.01
grt_pass1_vias = 427
gr-usage-all-layers = 0.0331
grt_overflow = 0
antenna_found_initial = 0
grt_max_degree = 14

[sta]
final_hold_viol_count = 0
min_period_ps = 962
max_freq_mhz = 1040
setup_viol = 0
report.final.slew_viol_count = 0
finalSetupTns_ps = 0
max_slew_margin = 0.938
finalCritPeriodShare = 0.962
tightest_slew_ps = 93.3
rsz0062_at_grt = false

[place]
port_buffers = 37
place.gp.congestion = 0.733
post-place-cells = 129

[cts]
h-tree-depth = 1
cts_tree = done
clockBufferDepth = 2
cts_made_buffers = 3
clk_pin_slew_ps = 60
clock-root-buffer = clkbuf_8
cts_sinks = 18
postCtsHoldBufs = 0

[critical_path]
cpMaxStageDelayCell = dfxtp_1
path_cells = dlygate4sd2_1
cp-end-kind = output pin
crit_family = flip-flops
critical_path_class = flip-flop to output pin
path_max_fanout = 1
cp.required_ps = 800
critical_path.max_stage_delay_ps = 290
worstPathArrival_ps = 760
critPathBufInv = 1
cp-start-kind = flip-flop

[run]
max_cap_viol_count = 0
warning_count = 25

[cells_and_area]
drive_above_1_share = 0.304
instances_no_fill = 133
area_delta_synth_final_pct = 99.8

[floorplan]
placeableCoreArea_um2 = 4660
die_width_um = 89
dieArea_um2 = 7920
num_rows = 25
io_pins = 38
die_y_um = 89
floorplan.core_util = 0.108

[min_path]
hp-class = primary input to flip-flop
## state kept, by name, indices dropped and copies added, names as in the netlist
register,flops
ld_alu_out_colour,3
ld_alu_out_x,8
ld_alu_out_y,7
## power groups by stage
stage     Combinational [uW]  Sequential (uW)  Clock (uW)
4_1_cts                  162              764         583
5_1_grt                  183              770         623
6_report                 165              766         560
## per-layer routing
metal | routed length [um] | track usage | part of all wire | vias up
met5 | 0 | 0 | 0 | -
met4 | 0 | 0.00145 | 0 | 0
met3 | 346 | 0.0395 | 0.25 | 0
met2 | 427 | 0.0406 | 0.31 | 33
met1 | 592 | 0.0378 | 0.43 | 152
li1 | - | - | - | 193
## logic make-up after synthesis
| family | count (synthesis) | synth area share |
|---|---|---|
| simple gates | 18 | 0.259 |
| buf+inv | 1 | 0.0224 |
| flops | 18 | 0.718 |
## final timing paths
kind	from	endpoint	slack, ps	depth (start not counted)
worst max-delay path	ld_alu_out_x[5]$_SDFF_PN0_	ld_alu_out_x[5]	40	1
worst min-delay path	y[3]	ld_alu_out_y[3]$_SDFF_PN0_	530	2
## final cells by class
type	instances	area, um2
fillers	490	3660
repair buffers	39	384
flip-flops and latches	18	365
multi-input cells	18	130
well taps	54	67.6
clock buffers	4	55.1
## stage by stage
| stage | cell area (um2) | setup slack [ps] | util | hold slack [ps] |
|---|---|---|---|---|
| finish | 1000 | 37.9 | 0.215 | 533 |
| global route | 1000 | 1.48 | 0.215 | 527 |
| CTS | 977 | 5.75 | 0.210 | 527 |
| detailed placement | 943 | -111 | 0.202 | 789 |
| global placement | 943 | -88.8 | 0.202 | 797 |
| floorplan | 502 | 432 | - | 327 |
## timing repair
item,CTS,global route
endpoints found under the setup margin,18,16
endpoints found under the hold margin,0,0
setup buffers,0,0
gates cloned,0,0
gates resized,19,20
## cell usage in the layout, fill, tap and decap left out
master / instances
clkdlybuf4s50_1: 19
and2_1: 4
clkdlybuf4s15_1: 17
buf_4: 2
dfxtp_1: 14
clkbuf_8: 4
dfxtp_2: 4
and2_2: 14
dlygate4sd2_1: 1
Power is estimated from default activity; no workload was simulated.
